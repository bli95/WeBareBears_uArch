===== flow/config.mk =====
export PLATFORM = sky130hd
export DESIGN_NAME = LRUarray
export DESIGN_NICKNAME = LRUarray
export VERILOG_FILES = /design/flow/design.v
export SDC_FILE = /design/flow/constraint.sdc
export NUM_CORES = 4
export LEC_CHECK = 1
export CORE_UTILIZATION = 40

===== flow/constraint.sdc =====
current_design LRUarray

set clk_period 19.2
set clk_io_pct 0.2

create_clock -name clk0 -period $clk_period [get_ports {clk}]

set non_clock_inputs [all_inputs -no_clocks]
set_input_delay [expr $clk_period * $clk_io_pct] -clock clk0 $non_clock_inputs
set_output_delay [expr $clk_period * $clk_io_pct] -clock clk0 [all_outputs]

===== flow/design.v =====
package lc3b_types;
typedef logic	[127:0] lc3b_datbus;
typedef logic	[15:0] lc3b_word;
typedef logic  [7:0] lc3b_byte;
typedef logic  [8:0] lc3b_offset9;
typedef logic  [5:0] lc3b_offset6;
typedef logic	[4:0] lc3b_offset5;
typedef logic	[10:0] lc3b_offset11;
typedef logic	[3:0] lc3b_offset4;
typedef logic  [2:0] lc3b_reg;
typedef logic  [2:0] lc3b_nzp;
typedef logic  [1:0] lc3b_sel;
typedef enum bit [3:0] {
    op_add  = 4'b0001,
    op_and  = 4'b0101,
    op_br   = 4'b0000,
    op_jmp  = 4'b1100,    
    op_jsr  = 4'b0100,    
    op_ldb  = 4'b0010,
    op_ldi  = 4'b1010,
    op_ldr  = 4'b0110,
    op_lea  = 4'b1110,
    op_not  = 4'b1001,
    op_rti  = 4'b1000,
    op_shf  = 4'b1101,
    op_stb  = 4'b0011,
    op_sti  = 4'b1011,
    op_str  = 4'b0111,
    op_trap = 4'b1111
} lc3b_opcode;
typedef enum bit [3:0] {
    alu_add,
    alu_and,
    alu_not,
    alu_pass,
    alu_sll,
    alu_srl,
    alu_sra
} lc3b_aluop;
typedef struct packed {
	lc3b_opcode opcode;
	logic adjmux_sel;
	logic sr1mux_sel;
	logic sr2mux_sel;
	logic [1:0] immmux_sel;
	logic regAmux_sel;
	logic aluBmux_sel;
	lc3b_aluop aluop;
	logic jsrmux_sel;
	logic [1:0] marmux_sel;
	logic [1:0] wbdatamux_sel;
	logic load_cc;
	logic dstmux_sel;
	logic load_dst;
} lc3b_control_word;
endpackage : lc3b_types
interface wishbone (input wire CLK);
  logic [127:0] DAT_M, DAT_S;
  logic ACK, CYC, STB, RTY, WE;
  logic [11:0] ADR;
  logic [15:0] SEL;
  modport master (
	input DAT_S, CLK, ACK, RTY,
	output DAT_M, CYC, STB, WE, SEL, ADR
  );
  modport slave (
	input DAT_M, CLK, CYC, STB, WE, SEL, ADR,
	output DAT_S, ACK, RTY
  );
endinterface
import lc3b_types::*;
module LRUarray #(parameter width = 128) 
(
	input clk,
	input write,
	input [4:0] index,
	input [width-1:0] datain,
	output logic [width-1:0] dataout
);
	logic [width-1:0] data [31:0];
	initial begin
		for (int i = 0; i < $size(data); i++) begin
			data[i] = 8'b11100100;
		end
	end
	always_ff @(posedge clk) begin
		if (write == 1) begin
			data[index] = datain;
		end
	end
	assign dataout = data[index];
endmodule : LRUarray

===== flow/run.sh =====
#!/bin/bash
# OpenROAD 26Q1-2900-gdf79404cd8, Yosys 0.63+post, stock flow scripts
make -C /OpenROAD-flow-scripts/flow DESIGN_CONFIG=/design/flow/config.mk WORK_HOME=/design/flow/orfs finish

==> impl_metrics.yaml <==
# yosys + openroad results
routing:
  wl_per_cell_um: 29.9
  first_iter_violations: 4944
  drt-pass1-iter-count: 5
  drc: 0
  vias_per_cell: 5.68
  vias: 79800
  routed_wirelength_um: 420000
  ant_nets: 0
clock_tree:
  clkSinkCount: 4096
  path_clk_slew_ns: 0.06
  h-tree-depth: 5
  hold_buffers: 0
  numCtsBuffers: 402
  clk_path_buf_depth: 4
  post-cts-setup-buffers: 0
  cts-resized-gates: 0
  cts_tree: "yes"
  cts-root-buf: "clkbuf_16"
worst_setup_path:
  crit_path_start_kind: "input port"
  crit_path_frequent_cell: "buf_4"
  cp-startpoint: "index[1]"
  critPathMaxFanout: 86
  crit_type: "input port to primary output"
  critPathCapture: "dataout[23]"
  end_kind: "primary output"
  cp_slowest_cell: "buf_4"
  critical_path.cell_chain: "buf_16, buf_4, buf_12, buf_4, buf_4, mux2i_1, o22ai_1, nor4_1, nand2_1, clkdlybuf4s50_1"
  cp.arrival_ns: 8.88
  critical_path.max_stage_delay_ns: 0.76
  required_ns: 15.36
die:
  fp.dieW_um: 623
  die_h_um: 623
  core-area_um2: 383000
  dieArea_um2: 389000
  rows: 227
  io_pins: 263
  fp_util: 0.403
final_layout:
  drive_gt1_frac: 0.112
  comb_area_um2: 29700
  fin_util: 0.465
  fillCellCount: 30900
  largest_reg_flops: 4096
  syn2layout_area_growth_pct: 15.3
  flop_area_um2: 123000
synthesis:
  synthFlopType: "edfxtp_1"
  synth_seq_share: 0.796
  syn_area_um2: 154000
  yosys-top-cells-area: "edfxtp_1 (80%), mux2i_1 (13%), o22ai_1 (4.1%), nor4_1 (1.0%), buf_2 (0.88%)"
  ys_top_logic_family: "multiplexers"
  yosysTopAreaCell: "edfxtp_1"
  yosysWarnings: 1
  synth_top_area_share: 0.796
  ys_ff: 4096
  ys_cells: 8074
  synth_cells: 8074
  ys_sh_aoi: 0.0415
  common_cells: "edfxtp_1 (4096), mux2i_1 (2048), o22ai_1 (1024)"
  synth_cell_types: 20
  synthAdderAreaFrac: 0
  postSynth.asyncResetShare: 0
  ys_area_um2: 154000
  edf_count: 4096
  ys_sh_simple: 0.0158
  xor_area_frac: 0
  mux_share: 0.133
  synth.avg_cell_area_um2: 19.1
  most_common_cell: "edfxtp_1"
power:
  ir_worst_vdd_mv: 0.0857
  cellLeakagePower_uw: 0.0611
  p_per_area_nw_per_um2: 105
sta:
  rsz0062_at_grt: "no"
  fin_crit_sh: 0.663
  finalCriticalPeriod_ns: 12.72
  slew_viol_final: 0
  slew_headroom: 0.191
  fin_tns_setup_ns: 0
  worst_pin_slew_ns: 1.21
  hold_viol: 0
  max_freq_mhz: 78.6
  setup_viol: 0
hold_path:
  worstHoldPathType: "input port to flip-flop"
job:
  tool_warnings: 26
  cap_viol_max_count: 0
grt:
  antenna_found_initial: 29
  globalRouteOverflowTotal: 0
  first_global_vias: 83100
  grt_max_degree: 100
  grt_pass1_wl_um: 593000
  grt_usage: 0.234
placed_design:
  place_hpwl_um: 224000
  place.gp.congestion: 0.832
  port_buffers: 262
run_status:
  status: "completed"
[area by class of cell]
type | count | share of cell area
Timing Repair Buffer | 658 | 0.0326
Clock inverter | 259 | 0.0157
Antenna cell | 8 | 0.000112
Clock buffer | 475 | 0.0586
Multi-Input combinational cell | 3517 | 0.167
Tap cell | 5038 | 0.0354
Sequential cell | 4096 | 0.691
[where the power goes]
part           switching [uW]  internal (uW)  leakage, uW  total [uW]
clock network            3310           4550      0.00647        7860
registers                21.7           9950       0.0369        9970
logic                     558            321       0.0177         878
total                    3890          14800       0.0611       18700
[through the flow]
step	hold slack (ns)	total power, uW	cell area [um2]	std cells	setup slack (ns)
4_1_cts	3.62	18800	178000	14000	6.40
6_report	3.68	18700	178000	14100	6.48
2_1_floorplan	3.94	10600	154000	8074	4.93
3_3_place_gp	4.66	11000	165000	13300	6.30
3_5_place_dp	4.66	11000	165000	13300	6.41
5_1_grt	3.67	19200	178000	14000	6.17
[logic make-up after synthesis]
kind of cell / Yosys count
flip-flops: 4096
AND/OR/NAND/NOR: 445
multiplexers: 2048
AND-OR/OR-AND: 1024
buffers and inverters: 461
[cell usage in the layout (no fill, tap or decap), drive strengths merged, types with 8 or more instances in the layout]
cell type and instances:
edfxtp 4096, mux2i 2048, o22ai 1024, clkbuf 475
buf 397, clkdlybuf4s50 261, nor4 256, clkinv 193
nand2 130, bufinv 49, nor2 29, inv 11
diode 8
[layer usage]
metal  vias up  GRT usage  wire [um]
met1     39200      0.259     131000
met3       743      0.179      72000
li1      34400          -          -
met2      5490      0.358     203000
met5         -    0.00420        286
met4        26     0.0633      14500
[worst min path at each step]
stage / startpoint / endpoint / slack [ns] / cells past startpoint
CTS: datain[81] / data[27][81]$_DFFE_PP_ / 3.62 / 2
global route: datain[121] / data[28][121]$_DFFE_PP_ / 3.67 / 2
finish: datain[5] / data[1][5]$_DFFE_PP_ / 3.68 / 2
[worst max-delay path: cells and delay by family]
family	cells	cell delay, ns
AOI/OAI and AO/OA	1	0.12
buffers and inverters	6	3.49
muxes	1	0.28
and+or+nand+nor	2	0.81
Power figures rest on the tool's default switching activity, not on a simulated workload.
