**config.mk**
```make
export PLATFORM = sky130hd
export DESIGN_NAME = L2array
export DESIGN_NICKNAME = L2array
export VERILOG_FILES = /design/flow/design.v
export SDC_FILE = /design/flow/constraint.sdc
export NUM_CORES = 4
export LEC_CHECK = 1
export CORE_UTILIZATION = 40
```
**constraint.sdc**
```tcl
current_design L2array

set clk_period 25.6
set clk_io_pct 0.2

create_clock -name clk0 -period $clk_period [get_ports {clk}]

set non_clock_inputs [all_inputs -no_clocks]
set_input_delay [expr $clk_period * $clk_io_pct] -clock clk0 $non_clock_inputs
set_output_delay [expr $clk_period * $clk_io_pct] -clock clk0 [all_outputs]
```
**design.v**
```verilog
package lc3b_types;
typedef logic	[127:0] lc3b_datbus;
typedef logic	[15:0] lc3b_word;
typedef logic  [7:0] lc3b_byte;
typedef logic  [8:0] lc3b_offset9;
typedef logic  [5:0] lc3b_offset6;
typedef logic	[4:0] lc3b_offset5;
typedef logic	[10:0] lc3b_offset11;
typedef logic	[3:0] lc3b_offset4;
typedef logic  [2:0] lc3b_reg;
typedef logic  [2:0] lc3b_nzp;
typedef logic  [1:0] lc3b_sel;
typedef enum bit [3:0] {
    op_add  = 4'b0001,
    op_and  = 4'b0101,
    op_br   = 4'b0000,
    op_jmp  = 4'b1100,    
    op_jsr  = 4'b0100,    
    op_ldb  = 4'b0010,
    op_ldi  = 4'b1010,
    op_ldr  = 4'b0110,
    op_lea  = 4'b1110,
    op_not  = 4'b1001,
    op_rti  = 4'b1000,
    op_shf  = 4'b1101,
    op_stb  = 4'b0011,
    op_sti  = 4'b1011,
    op_str  = 4'b0111,
    op_trap = 4'b1111
} lc3b_opcode;
typedef enum bit [3:0] {
    alu_add,
    alu_and,
    alu_not,
    alu_pass,
    alu_sll,
    alu_srl,
    alu_sra
} lc3b_aluop;
typedef struct packed {
	lc3b_opcode opcode;
	logic adjmux_sel;
	logic sr1mux_sel;
	logic sr2mux_sel;
	logic [1:0] immmux_sel;
	logic regAmux_sel;
	logic aluBmux_sel;
	lc3b_aluop aluop;
	logic jsrmux_sel;
	logic [1:0] marmux_sel;
	logic [1:0] wbdatamux_sel;
	logic load_cc;
	logic dstmux_sel;
	logic load_dst;
} lc3b_control_word;
endpackage : lc3b_types
interface wishbone (input wire CLK);
  logic [127:0] DAT_M, DAT_S;
  logic ACK, CYC, STB, RTY, WE;
  logic [11:0] ADR;
  logic [15:0] SEL;
  modport master (
	input DAT_S, CLK, ACK, RTY,
	output DAT_M, CYC, STB, WE, SEL, ADR
  );
  modport slave (
	input DAT_M, CLK, CYC, STB, WE, SEL, ADR,
	output DAT_S, ACK, RTY
  );
endinterface
import lc3b_types::*;
module L2array #(parameter width = 128) 
(
	input clk,
	input write,
	input [4:0] index,
	input [width-1:0] datain,
	output logic [width-1:0] dataout
);
	logic [width-1:0] data [31:0];
	initial begin
		for (int i = 0; i < $size(data); i++) begin
			data[i] = 1'b0;
		end
	end
	always_ff @(posedge clk) begin
		if (write == 1) begin
			data[index] = datain;
		end
	end
	assign dataout = data[index];
endmodule : L2array
```
**run.sh**
```bash
#!/bin/bash
# OpenROAD 26Q1-2900-gdf79404cd8, Yosys 0.63+post, stock flow scripts
make -C /OpenROAD-flow-scripts/flow DESIGN_CONFIG=/design/flow/config.mk WORK_HOME=/design/flow/orfs finish
```
==> run_results.csv <==
group,metric,value,unit
yosys,top_area_share,79.6,%
cells_and_area,lay_top_count,"edfxtp_1",
grt,grt_pass1_vias,83723,
sta,final-hold-violation-count,0,
cells_and_area,drive_gt1_share,11.0,%
grt,overflow,0,
clock_tree,clkTransAtPathRegs,0.06,ns
grt,grt_usage,23.6,%
min_path,min_path_type,"input port to flip-flop",
detailed_routing,wl_per_cell,30.0,um
grt,grt_max_degree,98,
clock_tree,cts_buffers,402,
clock_tree,cts-root-buf,"clkbuf_16",
detailed_routing,drtIter0Drc,5017,
grt,antenna_found_initial,27,
clock_tree,cts_hold_buf,0,
yosys,postSynthAreaPerCell,19.1,um^2
detailed_routing,via_count,79842,
sta,min_period,16.43,ns
floorplanning,core.rowCount,227,
floorplanning,fp_util,40.3,%
floorplanning,die_area,389000,um^2
worst_setup_path,critPathMaxFanout,97,
clock_tree,cts_setup_buffers,0,
detailed_routing,met3_wirelength,72900,um
floorplanning,coreArea,383000,um^2
yosys,ys_area,154000,um^2
detailed_routing,routed_wirelength,422000,um
yosys,top_cells_by_area,"edfxtp_1, mux2i_1, o22ai_1, nor4_1, buf_2",
floorplanning,num_io_pins,263,
clock_tree,cts_htree_levels,5,
detailed_routing,first_pass_iters,6,
placed_design,port_buffers,262,
worst_setup_path,path_delay_family,"buffers and inverters",
detailed_routing,vias_per_cell,5.68,
job,warning_count,26,
pwr,power.density,77.8,nW/um^2
placed_design,gp_congestion,0.838,
worst_setup_path,startpoint_type,"input port",
sta,final.setup.tns,0,ns
worst_setup_path,cp_common_cell,"buf_4",
detailed_routing,remaining_drc_errors,0,
yosys,synth_seq_share,79.6,%
placed_design,dp.cells,13319,
sta,slew_headroom,19.3,%
sta,rsz0062_at_grt,"no",
worst_setup_path,critPathRequiredTime,20.48,ns
worst_setup_path,path_cells,"buf_16 -> buf_4 -> buf_12 -> buf_4 -> buf_4 -> buf_4 -> buf_4 -> mux2i_1 -> o22ai_1 -> nor4_1 -> nand2_1 -> clkdlybuf4s50_1",
yosys,netlist_instances,8074,
yosys,yosysWarnings,1,
cells_and_area,stdcell_count,14057,
floorplanning,fp.dieH,623,um
cells_and_area,largest_reg_flops,4096,
cells_and_area,layout_top_cells,"edfxtp_1, mux2i_1, o22ai_1",
yosys,synth.distinct_cells,20,
worst_setup_path,worstPathArrival,11.31,ns
worst_setup_path,max_stage_delay,0.71,ns
pwr,p_leak,60.8,nW
worst_setup_path,slowest_stage,"buf_4",
pwr,irDropWorstVdd,0.0589,mV
run_status,outcome,"complete, no violations",
detailed_routing,routed.top_layer,"met5",
sta,fmax,0.0609,GHz
yosys,yosys_cells,8074,
cells_and_area,syn_to_final_growth,14.9,%
sta,final-setup-viol-count,0,
sta,post-route-period-util,64.2,%
clock_tree,cts.repair.resized,0,
detailed_routing,drt-met1-wl,134000,um
floorplanning,die_x,623,um
clock_tree,cts_num_sinks,4096,
sta,worstMarginPinSlew,1.20,ns
placed_design,dp_hpwl,228000,um
clock_tree,cts_tree,"built",
detailed_routing,ant_nets,0,
yosys,yosys_register_bits,4096,
detailed_routing,route.met2.wl,202000,um
grt,grt_pass1_wl,597000,um
sta,slew_violations,0,
yosys,syn_area,154000,um^2
worst_setup_path,worst-path-buf-inv,8,
job,cap_violations,0,
clock_tree,cts_buffer_depth,4,
yosys,largest_area_cell,"edfxtp_1",
worst_setup_path,crit_path_end_kind,"primary output",
worst_setup_path,path_class,"input port to primary output",
synthesized netlist by cell type (all sizes together):
cell,n
nor3,4
or3,1
nand2,130
or4b,4
nand4,1
nand4b,4
or3b,3
nor4,256
clkbuf,171
or4,1
edfxtp,4096
nand3b,4
buf,290
mux2i,2048
nor2,29
nand4bb,6
o22ai,1024
nand3,2
worst paths after layout:
| path | start | end | slack [ns] | depth (start not counted) |
|---|---|---|---|---|
| hold / removal | datain[124] | data[1][124]$_DFFE_PP_ | 4.98 | 2 |
| setup / recovery | index[1] | dataout[21] | 9.17 | 12 |
routing by layer:
metal	up-vias	GRT usage [%]
met5	-	0.482
met4	20	5.71
met3	715	18.0
met2	5500	35.8
met1	39198	26.8
li1	34409	-
per-stage QoR:
stage	power [mW]	hold slack (ns)	setup WS, ns	area (um^2)	util, %
2_1_floorplan	7.93	5.22	10.05	154000	-
3_3_place_gp	8.27	5.94	9.20	165000	43.0
3_5_place_dp	8.28	5.95	9.18	165000	43.0
4_1_cts	13.9	4.92	9.16	177000	46.3
5_1_grt	14.2	4.96	8.81	177000	46.3
6_report	13.8	4.98	9.17	177000	46.3
cells by family (layout without fill, tap and decap cells):
group | count (synthesis) | count (layout) | synth area share, %
flip-flops | 4096 | 4096 | 79.6
multiplexers | 2048 | 2048 | 13.3
AND/OR/NAND/NOR | 445 | 445 | 1.58
buffers and inverters | 461 | 1398 | 1.34
AND-OR/OR-AND | 1024 | 1024 | 4.15
other | 0 | 8 | 0
final cells by class:
| type | count | area (um^2) |
|---|---|---|
| fill | 31040 | 206000 |
| sequential | 4096 | 123000 |
| multi-input combinational | 3517 | 29700 |
| clock buffer | 510 | 10600 |
| tap | 5038 | 6300 |
| timing repair buffer | 668 | 5790 |
| clock inverter | 220 | 2070 |
| antenna | 8 | 20.0 |
where the power goes:
group          switching [mW]  internal, mW
clock network            2.45          3.22
registers              0.0163          7.46
logic                   0.417         0.238
total                    2.89          10.9
No activity file was given, so power comes from the tool's default toggle rates.
