==> design/flow/design.v <==
package lc3b_types;
typedef logic	[127:0] lc3b_datbus;
typedef logic	[15:0] lc3b_word;
typedef logic  [7:0] lc3b_byte;
typedef logic  [8:0] lc3b_offset9;
typedef logic  [5:0] lc3b_offset6;
typedef logic	[4:0] lc3b_offset5;
typedef logic	[10:0] lc3b_offset11;
typedef logic	[3:0] lc3b_offset4;
typedef logic  [2:0] lc3b_reg;
typedef logic  [2:0] lc3b_nzp;
typedef logic  [1:0] lc3b_sel;
typedef enum bit [3:0] {
    op_add  = 4'b0001,
    op_and  = 4'b0101,
    op_br   = 4'b0000,
    op_jmp  = 4'b1100,    
    op_jsr  = 4'b0100,    
    op_ldb  = 4'b0010,
    op_ldi  = 4'b1010,
    op_ldr  = 4'b0110,
    op_lea  = 4'b1110,
    op_not  = 4'b1001,
    op_rti  = 4'b1000,
    op_shf  = 4'b1101,
    op_stb  = 4'b0011,
    op_sti  = 4'b1011,
    op_str  = 4'b0111,
    op_trap = 4'b1111
} lc3b_opcode;
typedef enum bit [3:0] {
    alu_add,
    alu_and,
    alu_not,
    alu_pass,
    alu_sll,
    alu_srl,
    alu_sra
} lc3b_aluop;
typedef struct packed {
	lc3b_opcode opcode;
	logic adjmux_sel;
	logic sr1mux_sel;
	logic sr2mux_sel;
	logic [1:0] immmux_sel;
	logic regAmux_sel;
	logic aluBmux_sel;
	lc3b_aluop aluop;
	logic jsrmux_sel;
	logic [1:0] marmux_sel;
	logic [1:0] wbdatamux_sel;
	logic load_cc;
	logic dstmux_sel;
	logic load_dst;
} lc3b_control_word;
endpackage : lc3b_types
interface wishbone (input wire CLK);
  logic [127:0] DAT_M, DAT_S;
  logic ACK, CYC, STB, RTY, WE;
  logic [11:0] ADR;
  logic [15:0] SEL;
  modport master (
	input DAT_S, CLK, ACK, RTY,
	output DAT_M, CYC, STB, WE, SEL, ADR
  );
  modport slave (
	input DAT_M, CLK, CYC, STB, WE, SEL, ADR,
	output DAT_S, ACK, RTY
  );
endinterface
import lc3b_types::*;
module array #(parameter width = 128) 
(
	input clk,
	input write,
	input [3:0] index,
	input [width-1:0] datain,
	output logic [width-1:0] dataout
);
	logic [width-1:0] data [15:0];
	initial begin
		for (int i = 0; i < $size(data); i++) begin
			data[i] = 1'b0;
		end
	end
	always_ff @(posedge clk) begin
		if (write == 1) begin
			data[index] = datain;
		end
	end
	assign dataout = data[index];
endmodule : array
==> design/flow/run.sh <==
#!/bin/bash
# OpenROAD 26Q1-2900-gdf79404cd8, Yosys 0.63+post, stock flow scripts
make -C /OpenROAD-flow-scripts/flow DESIGN_CONFIG=/design/flow/config.mk WORK_HOME=/design/flow/orfs finish
==> design/flow/config.mk <==
export PLATFORM = sky130hd
export DESIGN_NAME = array
export DESIGN_NICKNAME = array
export VERILOG_FILES = /design/flow/design.v
export SDC_FILE = /design/flow/constraint.sdc
export NUM_CORES = 4
export LEC_CHECK = 1
export CORE_UTILIZATION = 40
==> design/flow/constraint.sdc <==
current_design array

set clk_period 11.8
set clk_io_pct 0.2

create_clock -name clk0 -period $clk_period [get_ports {clk}]

set non_clock_inputs [all_inputs -no_clocks]
set_input_delay [expr $clk_period * $clk_io_pct] -clock clk0 $non_clock_inputs
set_output_delay [expr $clk_period * $clk_io_pct] -clock clk0 [all_outputs]
==> results.json <==
{
  "ant_nets": 0,
  "worst_slew_pin_slew_ps": 912,
  "antenna_found_initial": 27,
  "ios": 262,
  "ys_seq_frac": 0.803,
  "path_max_fanout": 29,
  "total_power_mw": 15.2,
  "ys_types": 19,
  "compound_area_frac": 0.0251,
  "critPathKind": "in -> out",
  "grt_use_total": 0.207,
  "fin_setup_tns_ps": 0,
  "hold_path_class": "in -> reg",
  "crit_required_ps": 9440,
  "critPathLaunchType": "primary input",
  "grt_pass1_wl_um": 261000,
  "max_freq_ghz": 0.123,
  "cts_buffers": 206,
  "synthCells": 3143,
  "holdWs_ps": 2420,
  "drt-total-wl_um": 178000,
  "hold_start": "datain[88]",
  "die_h_um": 440,
  "core_area_um2": 190000,
  "maxCapViolations": 0,
  "yosysWarnings": 1,
  "grt_max_degree": 98,
  "cp.arrival_ps": 5740,
  "xor_area_frac": 0,
  "final-setup-viol-count": 0,
  "hold_viol": 0,
  "vias": 34633,
  "dp_hpwl_um": 96600,
  "largest_reg_flops": 2048,
  "p_int_mw": 12.0,
  "ys_top_logic_family": "multiplexers",
  "htreeDepth": 4,
  "fin_crit_sh": 0.686,
  "wl_per_cell_um": 28.6,
  "place_congestion": 0.795,
  "io_buffer_count": 261,
  "slew_violations": 0,
  "drive_gt1_frac": 0.244,
  "viasPerCell": 5.55,
  "holdPathStages": 1,
  "clockBufferDepth": 3,
  "cts-resized-gates": 0,
  "grt_overflow": 0,
  "area_growth_pct": 16.3,
  "p_leak_nw": 27.7,
  "die_area_um2": 193000,
  "fp_util": 0.403,
  "clk_pin_slew_ps": 60,
  "critPathLaunch": "index[2]",
  "route.detailed.drc": 0,
  "fin_crit_ps": 8100,
  "rsz0062_at_grt": "no",
  "status": "finished clean",
  "ys_area_um2": 76600,
  "max_slew_margin": 0.391,
  "warnings": 27,
  "syn_area_per_cell_um2": 24.4,
  "cp-end-kind": "output pin",
  "mux_area_frac": 0.152,
  "die-width_um": 440,
  "drtPass1Iterations": 5,
  "power_frac_seq": 0.539,
  "power.clock.fraction": 0.409,
  "p_per_area_nw_per_um2": 171,
  "cts_tree": "done",
  "place_area_um2": 82500,
  "swShare": 0.211,
  "adder_share": 0,
  "synth_area_um2": 76600,
  "power_switching_mw": 3.21,
  "ys.flops": 2048,
  "holdBufCountCts": 0,
  "drt-initial-drc-count": 2183,
  "peakVddDrop_mv": 0.131,
  "fillers": 15257,
  "utilization": 0.468,
  "postLayoutCellArea_um2": 89000,
  "cts_setup_buffers": 0,
  "ys_sh_simple": 0.00801,
  "clkSinkCount": 2048,
  "rows": 160,
  "grt_pass1_vias": 38947,
  "pwr-share-comb": 0.053,
  "clockRootBuffer": "clkbuf_16",
  "yosys-stat-cells": 3143
}
==> final cells by class <==
| cell class | instances | area [µm²] | share of cell area |
|---|---|---|---|
| timing repair buffer | 372 | 3590 | 0.0404 |
| antenna | 6 | 15.0 | 0.000169 |
| clock inverter | 128 | 1170 | 0.0131 |
| clock buffer | 250 | 5320 | 0.0598 |
| sequential | 2048 | 61500 | 0.691 |
| multi-input combinational | 923 | 14300 | 0.160 |
| tap | 2511 | 3140 | 0.0353 |
==> logic make-up (layout without fill, tap and decap cells) <==
kind of cell           after synthesis  after routing
buffers and inverters              172            750
flip-flops                        2048           2048
AND/OR/NAND/NOR                    155            155
multiplexers                       512            512
other                                0              6
AND-OR/OR-AND                      256            256
==> Yosys cell counts <==
| library cell | instances | area share |
|---|---|---|
| edfxtp_1 | 2048 | 0.80 |
| mux4_2 | 492 | 0.14 |
| a22oi_1 | 256 | 0.025 |
| nand2_1 | 129 | 0.0063 |
| clkbuf_1 | 65 | 0.0032 |
| buf_1 | 41 | 0.0020 |
| buf_4 | 36 | 0.0035 |
| mux4_1 | 20 | 0.0069 |
| buf_6 | 15 | 0.0022 |
| buf_2 | 14 | 0.00092 |
| nor2_1 | 13 | 0.00064 |
| nor3_1 | 4 | 0.00026 |
| nand2b_1 | 2 | 0.00016 |
| nand3b_1 | 2 | 0.00020 |
| nor2b_1 | 2 | 0.00016 |
| and2_1 | 1 | 0.000082 |
| buf_8 | 1 | 0.00020 |
| nand3_1 | 1 | 0.000065 |
| or3b_2 | 1 | 0.00011 |
==> through the flow <==
| step | cells | setup WS [ps] |
|---|---|---|
| finish | 6238 | 3700 |
| global placement | 5854 | 3640 |
| global route | 6236 | 3470 |
| floorplan | 3143 | -549 |
| CTS | 6232 | 3590 |
| detailed placement | 5854 | 3610 |
==> placed cells by master, fill, tap and decap left out, types with 3 or more instances in the layout <==
cell type / instances
buf_12: 11
clkinv_2: 35
nand2_1: 129
clkbuf_16: 206
nor3_2: 4
clkdlybuf4s50_1: 259
a22oi_1: 256
clkinv_16: 8
nor2_4: 13
inv_6: 5
edfxtp_1: 2048
mux4_2: 492
clkinv_8: 3
buf_4: 100
diode_2: 6
bufinv_16: 11
mux4_1: 20
clkinvlp_4: 8
clkinv_1: 53
clkbuf_1: 44
==> critical path, stage by stage <==
cell and delay (ps):
clkdlybuf4s50_1 670, nor2b_4 220, buf_4 480, buf_4 610
buf_4 510, a22oi_1 120, nand2_1 230, clkdlybuf4s50_1 500
==> metal layers <==
metal / wire [µm] / global-route usage / share of wire
met5: 208 / 0.00372 / 0.0012
met4: 3690 / 0.0360 / 0.021
met3: 24100 / 0.129 / 0.14
met2: 92300 / 0.326 / 0.52
met1: 57800 / 0.259 / 0.32
==> path summary, 6_finish.rpt <==
path	endpoint	slack, ps
setup / recovery	dataout[69]	3700
hold / removal	data[4][88]$_DFFE_PP_	2420
==> power groups by stage <==
stage | logic, mW | clock network (mW) | registers, mW
final | 0.799 | 6.21 | 8.19
after CTS | 0.826 | 6.35 | 8.19
after global routing | 0.872 | 6.62 | 8.20
Power figures rest on the tool's default switching activity, not on a simulated workload.
